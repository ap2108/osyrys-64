[/design/flow/constraint.sdc]
current_design signext

set clk_period 3.0
set clk_io_pct 0.2

create_clock -name clk0 -period $clk_period

set non_clock_inputs [all_inputs -no_clocks]
set_input_delay [expr $clk_period * $clk_io_pct] -clock clk0 $non_clock_inputs
set_output_delay [expr $clk_period * $clk_io_pct] -clock clk0 [all_outputs]
[/design/flow/run.sh]
#!/bin/bash
# OpenROAD 26Q1-2900-gdf79404cd8, Yosys 0.63+post, stock flow scripts
make -C /OpenROAD-flow-scripts/flow DESIGN_CONFIG=/design/flow/config.mk WORK_HOME=/design/flow/orfs finish
[/design/flow/config.mk]
export PLATFORM = sky130hd
export DESIGN_NAME = signext
export DESIGN_NICKNAME = signext
export VERILOG_FILES = /design/flow/design.v
export SDC_FILE = /design/flow/constraint.sdc
export NUM_CORES = 4
export LEC_CHECK = 1
export CORE_AREA = 10 10 70 70
export DIE_AREA = 0 0 80 80
[/design/flow/design.v]
`timescale 1ns/1ps
package osyrys64_pkg;
  typedef enum logic [3:0] {
    ALU_ADD   = 4'h0,
    ALU_SUB   = 4'h1,
    ALU_AND   = 4'h2,
    ALU_OR    = 4'h3,
    ALU_XOR   = 4'h4,
    ALU_SLT   = 4'h5,
    ALU_SLTU  = 4'h6,
    ALU_SLL   = 4'h7,
    ALU_SRL   = 4'h8,
    ALU_SRA   = 4'h9,
    ALU_ADDW  = 4'hA,
    ALU_SUBW  = 4'hB,
    ALU_SLLW  = 4'hC,
    ALU_SRLW  = 4'hD,
    ALU_SRAW  = 4'hE
  } alu_control_t;
  parameter logic [6:0] OPCODE_R           = 7'b0110011;
  parameter logic [6:0] OPCODE_I           = 7'b0010011;
  parameter logic [6:0] OPCODE_L           = 7'b0000011;
  parameter logic [6:0] OPCODE_S           = 7'b0100011;
  parameter logic [6:0] OPCODE_B           = 7'b1100011;
  parameter logic [6:0] OPCODE_JAL         = 7'b1101111;
  parameter logic [6:0] OPCODE_JALR        = 7'b1100111;
  parameter logic [6:0] OPCODE_AUIPC       = 7'b0010111;
  parameter logic [6:0] OPCODE_LUI         = 7'b0110111;
  parameter logic [6:0] OPCODE_NPU         = 7'b0001011;
  parameter logic [6:0] FUNCT7_MATRIX_MUL  = 7'b0000001;
  parameter logic [6:0] FUNCT7_CONVOLUTION = 7'b0000010;
  parameter logic [1:0] NPU_OP_NONE        = 2'b00;
  parameter logic [1:0] NPU_OP_MATMUL      = 2'b01;
  parameter logic [1:0] NPU_OP_CONV        = 2'b10;
  typedef enum logic [2:0] {
    IMM_I_TYPE = 3'b000,
    IMM_S_TYPE = 3'b001,
    IMM_B_TYPE = 3'b010,
    IMM_J_TYPE = 3'b011,
    IMM_U_TYPE = 3'b100,
    IMM_CUSTOM = 3'b101
  } imm_type_e;
  parameter logic [2:0] F3_BYTE         = 3'b000;
  parameter logic [2:0] F3_HALFWORD     = 3'b001;
  parameter logic [2:0] F3_WORD         = 3'b010;
  parameter logic [2:0] F3_BYTE_U       = 3'b100;
  parameter logic [2:0] F3_HALFWORD_U   = 3'b101;
  parameter logic [2:0] F3_WORD_U       = 3'b110;
endpackage
`timescale 1ns/1ps
module signext (
    input  logic [31:0] raw_instr,
    input  logic [2:0]  imm_source,
    output logic [63:0] immediate
);
    always_comb begin
        case (imm_source)
            3'b000: immediate = {{52{raw_instr[31]}}, raw_instr[31:20]};
            3'b001: immediate = {{52{raw_instr[31]}}, raw_instr[31:25], raw_instr[11:7]};
            3'b010: immediate = {{51{raw_instr[31]}}, raw_instr[7], raw_instr[30:25], raw_instr[11:8], 1'b0};
            3'b011: immediate = {{43{raw_instr[31]}}, raw_instr[19:12], raw_instr[20],
                                  raw_instr[30:21], 1'b0};
            3'b100: immediate = {raw_instr[31:12], 12'b0};
            default: immediate = 64'd0;
        endcase
    end
endmodule
==> out/metrics.yaml <==
run_status:
  status: "finished, final reports clean"
route:
  drtPass1Iterations: 3
  antenna-diode-count: 0
  drt-wirelength-per-cell_um: 15.6
  drt_iter0_markers: 28
  routed_wirelength_mm: 3.30
  vias: 847
  drc: 0
  final_antenna_net_count: 0
  viasPerCell: 4.01
floorplanning:
  initial_core_util_pct: 23.0
  die_y_um: 80
  pin_count: 99
  die_area_mm2: 0.00640
  die-width_um: 80
  coreArea_mm2: 0.00342
  row_count: 21
flow_run:
  warning_count: 39
  max-cap-violations: 0
sta:
  final_hold_viol_count: 0
  rsz0062_at_grt: "false"
  worstMarginPinSlew_ns: 0.343
  min_period_ns: 2.90
  setup-tns-final_ns: 0
  fin_crit_sh_pct: 96.7
  max_freq_mhz: 345
  setup_viol: 0
  relSlewSlack_pct: 77.1
  slew_viol_final: 0
global_route:
  grt_max_degree: 44
  grt_overflow: 0
  grt_pass1_vias: 871
  globalRouteTotalUtil_pct: 8.99
  grt_pass1_wl_mm: 4.75
  antenna_found_initial: 0
setup_path:
  cp.arrival_ns: 2.30
  slowest_stage: "clkdlybuf4s50_1"
  start_kind: "primary input"
  max_stage_delay_ns: 0.67
  crit_path_max_fanout: 8
  crit_path_cell_trace: "clkdlybuf4s50_1 > and2_4 > a21oi_2 > o22ai_1 > clkdlybuf4s50_1"
  crit_top_cell: "clkdlybuf4s50_1"
  cp_data_required_time_ns: 2.40
  worst-setup-path-type: "in2out"
  endpoint_kind: "output port"
layout:
  area_growth_pct: 98.2
  mostFrequentLayoutCells: "clkdlybuf4s50_1, a21o_1, nor2b_1, buf_4"
  drive_gt1_share_pct: 15.8
  seq_cells: 0
  flop_area_um2: 0
  mostFrequentLayoutCell: "clkdlybuf4s50_1"
  clock_buffers: 0
logic_synthesis:
  synth_top_cell_by_area: "buf_4"
  topCellsByArea: "buf_4, a21o_1, a21oi_2"
  yosys_warnings: 1
  yosys.area_share.simple_pct: 14.5
  yosys.area_share.aoi_pct: 35.7
  ys_cells: 104
  xor_share_pct: 3.51
  synth_seq_share_pct: 0
  yosys.area.top_type_share_pct: 30.6
  syn-cell-area_um2: 785
  synthAdderAreaFrac_pct: 0
  syn_inst: 104
  top_logic_kind: "buffers and inverters"
  netlist-cell-type-count: 20
  synth_area_per_cell_um2: 7.54
  ys_chip_area_um2: 785
  ys_sh_mux_pct: 7.66
min_path:
  min_path_type: "in2out"
place:
  hpwl_mm: 2.85
  place_congestion: 0.653
  portBuffers: 92
clocking:
  cts-resized-gates: 0
  post_cts_buffers: 0
  postCtsHoldBufs: 0
power_and_ir_drop:
  pwr_density_cell_mw_per_mm2: 146
  peakVddDrop_mv: 0.0541
  power_mw: 0.227
  leakage_nw: 0.629
[synthesized netlist by cell type]
master and number:
buf_4 32, a21o_1 11, nor2b_1 10, a21oi_1 8, a21oi_2 8, mux2i_1 6, nor2_1 5, buf_2 4
o22ai_1 4, o22ai_2 4, buf_6 3, a211oi_1 1, and2_1 1, and2_4 1, clkbuf_1 1, clkbuf_2 1
nor3_1 1, nor3b_2 1, o21ai_0 1, xor2_4 1
[critical path, delay by kind of cell]
kind,cells,cell delay (ns)
AND/OR/NAND/NOR,1,0.31
AND-OR/OR-AND,2,0.22
buffers and inverters,2,1.17
[layer usage]
metal | vias up | GRT usage, % | share of wire (%)
li1 | 449 | - | -
met1 | 375 | 10.6 | 37
met2 | 23 | 17.0 | 56
met3 | 0 | 1.82 | 7.0
met4 | 0 | 0 | 0
met5 | - | 0 | 0
[cell families (layout without fill, tap and decap cells)]
group | count (synthesis) | in the layout
buffers and inverters | 41 | 102
and+or+nand+nor | 19 | 19
xor gates and xnor gates | 1 | 1
AOI/OAI and AO/OA | 37 | 37
muxes | 6 | 6
[where the power goes]
group	leakage [nW]	switching, mW	internal (mW)
Sequential	0	0	0
Clock	0	0	0
Combinational	0.629	0.0685	0.158
[worst paths after layout]
kind | from | endpoint | slack (ns) | depth (start not counted)
setup / recovery | imm_source[1] | immediate[12] | 0.10 | 5
hold / removal | raw_instr[29] | immediate[9] | 2.14 | 3
[area by class of cell]
| cell class | instances | area (um2) |
|---|---|---|
| repair buffers | 102 | 1010 |
| well taps | 46 | 57.6 |
| fillers | 349 | 1860 |
| multi-input cells | 63 | 489 |
[metrics by stage]
stage | util [%] | hold slack, ns | worst slack [ns] | instance area, um2 | instances
4_1_cts | 45.5 | 2.15 | 0.0997 | 1560 | 211
3_5_place_dp | 45.5 | 2.15 | 0.103 | 1560 | 211
6_report | 45.5 | 2.14 | 0.100 | 1560 | 211
5_1_grt | 45.5 | 2.16 | 0.00672 | 1560 | 211
3_3_place_gp | 45.5 | 2.15 | 0.110 | 1560 | 211
2_1_floorplan | - | 1.26 | 1.03 | 785 | 104
Power figures rest on the tool's default switching activity, not on a simulated workload.
