==> flow/design.v <==
`timescale 1ns/1ps
package osyrys64_pkg;
  typedef enum logic [3:0] {
    ALU_ADD   = 4'h0,
    ALU_SUB   = 4'h1,
    ALU_AND   = 4'h2,
    ALU_OR    = 4'h3,
    ALU_XOR   = 4'h4,
    ALU_SLT   = 4'h5,
    ALU_SLTU  = 4'h6,
    ALU_SLL   = 4'h7,
    ALU_SRL   = 4'h8,
    ALU_SRA   = 4'h9,
    ALU_ADDW  = 4'hA,
    ALU_SUBW  = 4'hB,
    ALU_SLLW  = 4'hC,
    ALU_SRLW  = 4'hD,
    ALU_SRAW  = 4'hE
  } alu_control_t;
  parameter logic [6:0] OPCODE_R           = 7'b0110011;
  parameter logic [6:0] OPCODE_I           = 7'b0010011;
  parameter logic [6:0] OPCODE_L           = 7'b0000011;
  parameter logic [6:0] OPCODE_S           = 7'b0100011;
  parameter logic [6:0] OPCODE_B           = 7'b1100011;
  parameter logic [6:0] OPCODE_JAL         = 7'b1101111;
  parameter logic [6:0] OPCODE_JALR        = 7'b1100111;
  parameter logic [6:0] OPCODE_AUIPC       = 7'b0010111;
  parameter logic [6:0] OPCODE_LUI         = 7'b0110111;
  parameter logic [6:0] OPCODE_NPU         = 7'b0001011;
  parameter logic [6:0] FUNCT7_MATRIX_MUL  = 7'b0000001;
  parameter logic [6:0] FUNCT7_CONVOLUTION = 7'b0000010;
  parameter logic [1:0] NPU_OP_NONE        = 2'b00;
  parameter logic [1:0] NPU_OP_MATMUL      = 2'b01;
  parameter logic [1:0] NPU_OP_CONV        = 2'b10;
  typedef enum logic [2:0] {
    IMM_I_TYPE = 3'b000,
    IMM_S_TYPE = 3'b001,
    IMM_B_TYPE = 3'b010,
    IMM_J_TYPE = 3'b011,
    IMM_U_TYPE = 3'b100,
    IMM_CUSTOM = 3'b101
  } imm_type_e;
  parameter logic [2:0] F3_BYTE         = 3'b000;
  parameter logic [2:0] F3_HALFWORD     = 3'b001;
  parameter logic [2:0] F3_WORD         = 3'b010;
  parameter logic [2:0] F3_BYTE_U       = 3'b100;
  parameter logic [2:0] F3_HALFWORD_U   = 3'b101;
  parameter logic [2:0] F3_WORD_U       = 3'b110;
endpackage
`timescale 1ns/1ps
module forward_mux (
    input  logic [63:0] rs1_val_in,
    input  logic [63:0] rs2_val_in,
    input  logic [63:0] ex_result,
    input  logic [63:0] mem_result,
    input  logic [63:0] wb_result,
    input  logic [1:0] forward_a,
    input  logic [1:0] forward_b,
    output logic [63:0] rs1_val_out,
    output logic [63:0] rs2_val_out
);
    always_comb begin
        unique case (forward_a)
            2'b00: rs1_val_out = rs1_val_in;       
            2'b01: rs1_val_out = wb_result;        
            2'b10: rs1_val_out = mem_result;       
            2'b11: rs1_val_out = ex_result;        
            default: rs1_val_out = 64'hDEAD_BEEF_DEAD_BEEF;
        endcase
    end
    always_comb begin
        unique case (forward_b)
            2'b00: rs2_val_out = rs2_val_in;
            2'b01: rs2_val_out = wb_result;
            2'b10: rs2_val_out = mem_result;
            2'b11: rs2_val_out = ex_result;
            default: rs2_val_out = 64'hBAD0_CAFE_BAD0_CAFE;
        endcase
    end
endmodule
==> flow/run.sh <==
#!/bin/bash
# OpenROAD 26Q1-2900-gdf79404cd8, Yosys 0.63+post, stock flow scripts
make -C /OpenROAD-flow-scripts/flow DESIGN_CONFIG=/design/flow/config.mk WORK_HOME=/design/flow/orfs finish
==> flow/config.mk <==
export PLATFORM = sky130hd
export DESIGN_NAME = forward_mux
export DESIGN_NICKNAME = forward_mux
export VERILOG_FILES = /design/flow/design.v
export SDC_FILE = /design/flow/constraint.sdc
export NUM_CORES = 4
export LEC_CHECK = 1
export CORE_AREA = 10 10 180 180
export DIE_AREA = 0 0 190 190
==> flow/constraint.sdc <==
current_design forward_mux

set clk_period 1.0
set clk_io_pct 0.2

create_clock -name clk0 -period $clk_period

set non_clock_inputs [all_inputs -no_clocks]
set_input_delay [expr $clk_period * $clk_io_pct] -clock clk0 $non_clock_inputs
set_output_delay [expr $clk_period * $clk_io_pct] -clock clk0 [all_outputs]
==> reports/metrics.sh <==
WS_PATH_TYPE='input pin to output pin'
GRT_FIRST_PASS_WIRELENGTH_UM=36200
FINALWEIGHTEDCONGESTION=0.919
DESIGN.PORTCOUNT=452
FINAL.CLKBUF_COUNT=0
PLACE.PORT_BUFFERS=452
END_KIND='output pin'
WORST-ENDPOINT-ARRIVAL_NS=1.34
SYNTH.AREA.MUX_SHARE_PCT=89.7
HOLD-PATH-ENDPOINT='rs2_val_out[60]'
SWITCHING_POWER_SHARE_OF_THE_TOTAL_PCT=29.2
POWER.CLOCK.FRACTION_PCT=0
RSZ_0062_RAISED_AFTER_GLOBAL_ROUTING='yes'
HOLD_BUFFER_COUNT_AT_CTS=0
SYNTHTOPCELLSBYCOUNT='mux4_2, buf_12, buf_2'
FF_COUNT=0
WORST_SLACK_NS=-0.540
GROUTE.USAGE.OVERALL_PCT=13.8
WARNINGS=35
CP_SLOWEST_CELL='mux4_2'
YS_CHIP_AREA_MM2=0.00325
FINALHOLDVIOLATIONS=0
LAYOUT-DRIVE-GT1-SHARE_PCT=53.7
CORE_AREA_MM2=0.0286
SYNTHESIS.INSTANCES=156
FIN_SETUP_TNS_NS=-54.58
DETAILEDROUTE.FIRSTITERATIONVIOLATIONS=126
TIMING.FMAX_MHz=649
DESIGN.DIE.AREA_MM2=0.0361
YS_TOP_CELLS_BY_AREA='mux4_2, buf_12, mux4_1, buf_2, buf_6'
FINAL.HOLD.WORST_SLACK_NS=0.792
YOSYSWARNINGS=1
FP-ROW-COUNT=62
FINALWORSTPATHREQUIREDPERIOD_NS=1.54
SYNTH.LOGIC.TOP_FAMILY='multiplexers'
SYNTH.CELLMIX.ADDERSHARE_PCT=0
DETAIL_ROUTE.WIRELENGTH_UM=25500
CHIPHEIGHT_UM=190
SYNTH.AVG_CELL_AREA_UM2=20.8
FINAL_MIN_PERIOD_OVER_CLOCK_PERIOD_PCT=154
SYNTHESIS.AREA_MM2=0.00325
CP_SLOWEST_STAGE_DELAY_NS=0.41
FINAL_UTIL_PCT=30.7
ROUTE.DETAILED.VIAS_PER_INST=4.07
YS_SEQ_SHARE_PCT=0
VIAS=4386
HOLDCRITPATHCLASS='input pin to output pin'
YOSYS.AREA_SHARE.XOR_XNOR_PCT=0
CP_COMMON_CELL='buf_12'
CRIT_PATH_START_KIND='input pin'
PIN_COUNT_OF_THE_BIGGEST_NET_ENTERING_GLOBAL_ROUTING=17
REMAINING_DRC_ERRORS=0
WORST_HOLD_PATH.NUM_CELLS=3
NUMBER_OF_GLOBAL_ROUTE_VIAS_BEFORE_REPAIR=5134
PLACE_AREA_MM2=0.00844
MOST_FREQUENT_CELL_AFTER_SYNTHESIS='mux4_2'
YS_SH_AOI_PCT=0
SYNTH.TOP_CELL.AREA_SHARE_PCT=83.3
VDD_IR_DROP_MAX_mV=0.118
WORST-PATH-MAX-FANOUT=5
POWER_FRAC_COMB_PCT=100.0
AREAGROWTHSYNTHTOFINISH_PCT=171
VIOLATIONS='setup timing'
PLACE_HPWL_UM=21100
YS_TYPES=6
GRT_OVERFLOW_TOTAL=0
SYNTH.CELLMIX.SIMPLESHARE_PCT=0
WORST_SLEW_PIN_SLEW_NS=0.220
AREA_USED_BY_SEQUENTIAL_LOGIC_IN_THE_LAYOUT_UM2=0
LEAKAGEPOWER_nW=3.93
POWER.DENSITY_CELL_AREA_mW_PER_MM2=420
DETAIL_ROUTE.WL_PER_CELL_UM=23.7
FLOORPLANUTILIZATION_PCT=11.3
ANTENNA_FOUND_INITIAL=2
DIE_WIDTH_UM=190
SYNTH.LARGEST_AREA_CELL='mux4_2'
MAX_CAP_VIOL_COUNT=0
DRTPASS1ITERATIONS=4
P_INT_mW=2.61
WORST_EP_REQUIRED_TIME_NS=0.80
POWER_FRAC_SEQ_PCT=0
POWER_SWITCHING_mW=1.08
SLEW_VIOLATIONS=0
ANTENNA_VIOLATING_NETS_POST_ROUTE=0
FINAL_CELL_AREA_MM2=0.00878
SYNTH-CELLS-YOSYS=156
STATUS='finished, violations left'
SETUP_VIOL_COUNT_FINAL=128
TIMING.SLEW.HEADROOM_PCT=85.3
HOLD_PATH.STARTPOINT='rs2_val_in[60]'
CRITICAL_PATH.CELL_CHAIN='buf_12, buf_12, buf_12, buf_6, buf_6, mux4_2, buf_2'
==> critical path, delay by kind of cell <==
| kind | cells | cell delay, ns |
|---|---|---|
| mux | 1 | 0.41 |
| buf+inv | 6 | 0.73 |
==> kinds of logic after synthesis <==
group,count (synthesis)
buf+inv,28
mux,128
==> worst max path at each step <==
stage,from,to,slack (ns),depth (start not counted)
after CTS,forward_a[0],rs1_val_out[51],-0.58,7
final,forward_a[0],rs1_val_out[40],-0.54,7
after global routing,forward_a[0],rs1_val_out[43],-0.59,7
==> timing repair <==
item	CTS	global route
endpoints found under the setup margin	128	128
cloned	10	0
buffers inserted	62	6
gates resized	696	44
==> placed cells by master (no fill, tap or decap), drive strengths merged <==
| cell | count |
|---|---|
| clkdlybuf4s50 | 117 |
| diode | 1 |
| mux4 | 128 |
| dlygate4sd2 | 177 |
| dlymetal6s2s | 27 |
| bufbuf | 1 |
| buf | 243 |
==> power by group through the flow <==
stage / registers, mW / clock network [mW] / logic [mW]
CTS: 0 / 0 / 3.81
finish: 0 / 0.000000134 / 3.69
global route: 0 / 0 / 3.97
==> per-layer routing <==
layer / vias to the layer above / global-route usage (%) / wire, µm
met1: 2191 / 16.1 / 9130
met4: 2 / 1.40 / 273
li1: 1916 / - / -
met3: 15 / 5.36 / 2710
met2: 262 / 24.3 / 13400
met5: - / 0 / 13
==> through the flow <==
| step | power, mW | cells | setup WS (ns) |
|---|---|---|---|
| 2_1_floorplan | 1.14 | 156 | -0.134 |
| 3_3_place_gp | 3.94 | 1011 | -0.952 |
| 3_5_place_dp | 3.93 | 1011 | -0.936 |
| 4_1_cts | 3.81 | 1080 | -0.583 |
| 5_1_grt | 3.97 | 1077 | -0.593 |
| 6_report | 3.69 | 1078 | -0.540 |
==> final cells by class <==
cell class	instances	area (µm²)
repair buffers	565	5420
fillers	2928	19800
multi-input cells	128	2880
diodes	1	2.50
well taps	384	480
Power and IR drop assume default switching activity.
